--- design/flow/config.mk ---
export PLATFORM = sky130hd
export DESIGN_NAME = ahb_slave
export DESIGN_NICKNAME = ahb_slave
export VERILOG_FILES = /design/flow/design.v
export SDC_FILE = /design/flow/constraint.sdc
export NUM_CORES = 4
export LEC_CHECK = 1
export CORE_UTILIZATION = 30
--- design/flow/constraint.sdc ---
current_design ahb_slave

set clk_period 1.2
set clk_io_pct 0.2

create_clock -name clk0 -period $clk_period [get_ports {i_clk_ahb}]

set non_clock_inputs [all_inputs -no_clocks]
set_input_delay [expr $clk_period * $clk_io_pct] -clock clk0 $non_clock_inputs
set_output_delay [expr $clk_period * $clk_io_pct] -clock clk0 [all_outputs]
--- design/flow/design.v ---
module ahb_slave #(
    parameter DATA_WIDTH = 32,
    parameter ADDR_WIDTH = 32
)(
    input  logic                  i_clk_ahb,
    input  logic                  i_rstn_ahb,
    input  logic                  i_hready,
    input  logic                  i_htrans,
    input  logic [2:0]            i_hsize,
    input  logic                  i_hwrite,
    input  logic [ADDR_WIDTH-1:0] i_haddr,
    input  logic [DATA_WIDTH-1:0] i_hwdata,
    input  logic                  i_hselx,
    input  logic                  i_ready,
    input  logic                  i_rd_valid,
    input  logic [DATA_WIDTH-1:0] i_rd_data,
    output reg                    o_valid,
    output reg                    o_rd0_wr1,
    output reg [DATA_WIDTH-1:0]   o_wr_data,
    output reg [ADDR_WIDTH-1:0]   o_addr,
    output reg                    o_hreadyout,
    output reg                    o_hresp,
    output reg [DATA_WIDTH-1:0]   o_hrdata,
    input logic                    i_hmastlock,
    input logic [3:0]              i_hprot,
    input logic [2:0]              i_hburst
);
    typedef enum logic {
        IDLE = 1'b0,
        NONSEQ = 1'b1
    } state_t;
    state_t state;
    always_ff @(posedge i_clk_ahb or negedge i_rstn_ahb) begin
        if (!i_rstn_ahb) begin
            state       <= IDLE;
            o_hreadyout <= 1'b1;
            o_hresp     <= 1'b0;
            o_valid     <= 1'b0;
            o_rd0_wr1   <= 1'b0;
            o_addr      <= '0;
            o_hrdata    <= '0;
        end else begin
            if (i_hselx && i_hready) begin
                if (i_htrans == NONSEQ) begin
                    o_addr    <= i_haddr;
                    o_rd0_wr1 <= i_hwrite;
                    if (i_hwrite) begin
                        o_valid   <= 1'b1;
                    end else begin
                        o_valid   <= 1'b1;
                    end
                end
            end
            if (i_rd_valid) begin
                o_hrdata    <= i_rd_data;
                o_hreadyout <= 1'b1;
            end else begin
                o_hreadyout <= 1'b0;
            end
            if (!i_hselx) begin
                state       <= IDLE;
                o_valid     <= 1'b0;
                o_hreadyout <= 1'b1;
            end
        end
    end
	assign o_wr_data = i_hwdata;
endmodule
--- design/flow/run.sh ---
#!/bin/bash
# OpenROAD 26Q1-2900-gdf79404cd8, Yosys 0.63+post, stock flow scripts
make -C /OpenROAD-flow-scripts/flow DESIGN_CONFIG=/design/flow/config.mk WORK_HOME=/design/flow/orfs finish
==> flow_summary.json <==
{
  "status": "finished, violations left",
  "violations": "hold timing, setup timing",
  "clk_pin_slew_ns": 0.08,
  "die_h_um": 99.79,
  "yosysMostFrequentCell": "dfrtp_1",
  "p_seq_share_pct": 44.3,
  "diodes": 0,
  "drt.antenna.violating_nets": 0,
  "critPathTopFamily": "flip-flops",
  "drive_gt1_share_pct": 41.07,
  "cts_made_buffers": 9,
  "period_used_pct": 100.4,
  "pwr-share-clk_pct": 34.0,
  "io_pins": 215,
  "period_minus_slack_ns": 1.204,
  "place.gp.congestion": 0.7012,
  "synth_stat.cells": 177,
  "routed_wl_mm": 6.035,
  "fp_util_pct": 31.05,
  "fin_hold_ws_ns": -0.07999,
  "ys_types": 12,
  "die_w_um": 99.79,
  "netlist_instances": 177,
  "drv_slew": 0,
  "clockBufferDepth": 2,
  "p_int_w": 0.004866,
  "antenna_found_initial": 0,
  "synth_seq_share_pct": 58.48,
  "hold_viol_final": 66,
  "flop_cell": "dfrtp_1",
  "clock.fmax_ghz": 0.8303,
  "top_area_cell": "dfrtp_1",
  "common_cells": "dfrtp_1, buf_4, mux2_2",
  "clock-sinks": 67,
  "track_usage_pct": 12.31,
  "yosys_warnings": 2,
  "grt_pass1_wl_mm": 9.266,
  "power_frac_comb_pct": 21.7,
  "insertion_delay_ns": 0.33,
  "top_area_share_pct": 57.57,
  "chipArea_mm2": 0.009958,
  "port_buffers": 137,
  "netSwitchingFraction_pct": 21.52,
  "warnings": 41,
  "yosys_area_mm2": 0.002869,
  "leakagePower_nw": 2.095,
  "p_per_area_mw_per_mm2": 1372,
  "critPathRequiredTime_ns": 0.96,
  "clockRootBuffer": "clkbuf_8",
  "avgViaCountPerCell": 4.051,
  "first_pass_iters": 2,
  "drt-initial-drc-count": 18,
  "post-place-cells": 410,
  "p_switching_w": 0.001334,
  "path_cells": "buf_2",
  "rsz0062_at_grt": "yes",
  "grt_pass1_vias": 1790,
  "setup.worst_path.start_class": "flip-flop",
  "drc_errors": 0,
  "finalSetupViolCount": 1,
  "cap_violations": 0,
  "grt_start_max_net_pins": 68,
  "crit_type": "reg -> out",
  "edf_count": 0,
  "top_cells_by_area": "dfrtp_1, mux2_4, mux2_2, buf_4, buf_6",
  "reg2reg_slack_ns": 0.22,
  "hold_path_class": "in -> async",
  "path_buffers": 1,
  "end_kind": "output pin",
  "crit_slowest_cell": "dfstp_2",
  "cts_tree": "done",
  "dp.final_hpwl_mm": 4.063,
  "synth_area_mm2": 0.002869,
  "ctsHtreeMaxLevel": 3,
  "critical-path-max-stage-delay_ns": 0.53,
  "core_mm2": 0.009240,
  "wl_per_cell_um": 13.47,
  "synthArstFlopShare_pct": 100.0,
  "grt_overflow": 0,
  "cp_max_fo": 1,
  "finalSetupTns_ns": -0.004384,
  "skew_ns": 0,
  "vias": 1815,
  "crit_arrival_ns": 0.96,
  "ir_drop_mv": 0.6227,
  "synthToLayoutAreaGrowth_pct": 57.52,
  "syn_area_per_cell_um2": 16.21,
  "finalNonFillerCells": 448,
  "synth_flops": 67,
  "rows": 35,
  "setup_slack_ns": -0.004384
}
==> sequential cells by signal, indices dropped and copies added (netlist names) <==
register	cells
o_valid	1
o_hreadyout	1
o_addr	32
o_rd0_wr1	1
o_hrdata	32
==> cell type report <==
| cell class | count | area (µm²) |
|---|---|---|
| clock buffers | 10 | 137.6 |
| clock inverters | 6 | 88.84 |
| fillers | 831 | 4721 |
| multi-input cells | 70 | 884.6 |
| flip-flops and latches | 67 | 1678 |
| well taps | 129 | 161.4 |
| repair buffers | 166 | 1569 |
==> logic make-up (layout without fill, tap and decap cells) <==
| logic type | Yosys count | after routing | synth area share (%) |
|---|---|---|---|
| simple gates | 3 | 3 | 1.091 |
| buf+inv | 40 | 182 | 10.68 |
| compound gates | 1 | 1 | 0.1743 |
| other cells | 1 | 1 | 0.1307 |
| flops | 67 | 67 | 58.48 |
| mux | 65 | 65 | 29.44 |
==> stage by stage <==
step | util (%) | hold WS, ns | total power [W] | area [µm²] | setup WS (ns)
finish | 48.91 | -0.07999 | 0.006200 | 4519 | -0.004384
global route | 48.91 | -0.07803 | 0.006559 | 4519 | -0.05190
CTS | 48.61 | -0.08576 | 0.006271 | 4492 | -0.02880
detailed placement | 45.32 | 0.2909 | 0.004159 | 4188 | -0.3459
global placement | 45.32 | 0.2936 | 0.004158 | 4188 | -0.3224
floorplan | - | -0.05559 | 0.003212 | 2869 | 0.1594
==> what timing repair did <==
item                       4_1_cts  5_1_grt
resized                        136       19
pin swaps                        0        1
hold endpoints to repair        66       66
setup buffers                   11       10
cloned                           0        1
setup endpoints to repair       67       27
==> worst paths after layout <==
kind / from / to / depth (start not counted)
max in group asynchronous: i_rstn_ahb / o_hreadyout$_DFF_PN1_ / 2
worst max-delay path: o_hreadyout$_DFF_PN1_ / o_hreadyout / 1
worst max register to register: o_addr[7]$_DFFE_PN0P_ / o_addr[7]$_DFFE_PN0P_ / 3
worst min-delay path: i_rstn_ahb / o_hrdata[24]$_DFFE_PN0P_ / 2
worst min register to register: o_hrdata[29]$_DFFE_PN0P_ / o_hrdata[29]$_DFFE_PN0P_ / 1
min in group clk0: i_hselx / o_valid$_DFFE_PN0P_ / 2
==> power by group through the flow <==
stage         Clock [W]  Sequential, W  Combinational, W
CTS             0.00220        0.00275           0.00132
global route    0.00230        0.00279           0.00146
finish          0.00211        0.00275           0.00134
==> cell usage in the layout (no fill, tap or decap), drive strengths merged, types with 2 or more instances in the layout <==
| cell | count |
|---|---|
| mux2 | 65 |
| clkdlybuf4s15 | 50 |
| buf | 31 |
| clkinvlp | 2 |
| dlymetal6s2s | 3 |
| clkbuf | 27 |
| clkdlybuf4s50 | 65 |
| dfrtp | 66 |
| bufinv | 2 |
| clkinv | 2 |
==> metal layers <==
| layer | wire length (µm) | track usage [%] | share of wire, % | vias to the layer above |
|---|---|---|---|---|
| met1 | 2761 | 18.91 | 46 | 856 |
| met5 | 0 | 0 | 0 | - |
| li1 | - | - | - | 844 |
| met3 | 632 | 5.595 | 10 | 11 |
| met2 | 2578 | 16.92 | 43 | 104 |
| met4 | 63 | 1.357 | 1.0 | 0 |
Power figures rest on the tool's default switching activity, not on a simulated workload.
