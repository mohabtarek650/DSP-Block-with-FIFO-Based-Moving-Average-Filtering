<file path="constraint.sdc">
current_design fifo_mem

set clk_period 1.6
set clk_io_pct 0.2

create_clock -name clk0 -period $clk_period [get_ports {w_clk}]

set non_clock_inputs [all_inputs -no_clocks]
set_input_delay [expr $clk_period * $clk_io_pct] -clock clk0 $non_clock_inputs
set_output_delay [expr $clk_period * $clk_io_pct] -clock clk0 [all_outputs]
</file>
<file path="design.v">
module fifo_mem #(
  parameter D_SIZE = 8 ,                        
  parameter F_DEPTH = 8 ,                        
  parameter P_SIZE = 4                           
)
  (   
   input                    w_clk,               
   input                    w_rstn,              
   input                    w_full,              
   input                    w_inc,               
   input   [P_SIZE-2:0]     w_addr,              
   input   [P_SIZE-2:0]     r_addr,              
   input   [D_SIZE-1:0]     w_data,              
   output  [D_SIZE-1:0]     r_data               
   );
reg [F_DEPTH-1:0] i ;
reg [D_SIZE-1:0] FIFO_MEM [F_DEPTH-1:0] ;
always @(posedge w_clk or negedge w_rstn)
 begin
  if(!w_rstn)
   begin 
    for(i=0;i<F_DEPTH;i=i+1) 
     FIFO_MEM[i] <= {D_SIZE{1'b0}} ;
   end
 else if (!w_full && w_inc)
    FIFO_MEM[w_addr] <= w_data ;
 end
assign r_data = FIFO_MEM[r_addr] ;
endmodule
</file>
<file path="run.sh">
#!/bin/bash
# OpenROAD 26Q1-2900-gdf79404cd8, Yosys 0.63+post, stock flow scripts
make -C /OpenROAD-flow-scripts/flow DESIGN_CONFIG=/design/flow/config.mk WORK_HOME=/design/flow/orfs finish
</file>
<file path="config.mk">
export PLATFORM = sky130hd
export DESIGN_NAME = fifo_mem
export DESIGN_NICKNAME = fifo_mem
export VERILOG_FILES = /design/flow/design.v
export SDC_FILE = /design/flow/constraint.sdc
export NUM_CORES = 4
export LEC_CHECK = 1
export CORE_UTILIZATION = 40
</file>
==> metrics.yaml <==
rrSetupSlack_ps: 810
slew_headroom_pct: 77.3
clock-sinks: 64
max_freq_mhz: 546
drtPass1Iterations: 4
synth-edff-count: 0
drc: 0
ys_warn_count: 2
port_buffers: 25
critical-path-max-stage-delay_ps: 380
synth_cell_types: 24
grt_max_degree: 65
grt_pass1_vias: 2132
finalCritPeriodShare_pct: 114
layout_min_cycle_time_ps: 1830
whs_ps: -33.4
io_pins: 26
fin_skew_ps: 0
vias: 2028
critPathTopFamily: "flip-flops"
warnings: 28
post-place-cells: 354
r2r-end: "FIFO_MEM[2][5]$_DFFE_PN0P_"
p_per_area_mw_per_mm2: 1060
drt_iter0_drc: 80
setup_viol: 8
topCellsByArea: "dfrtp_1, mux2_2, mux2i_1"
crit_slowest_cell: "dfrtp_1"
tightestPinTransition_ps: 341
leakagePower_nw: 1.84
reg_top3: "FIFO_MEM (64)"
hpwl_um: 3990
worstRegToRegCells: 1
htreeDepth: 3
grt_antenna_before_repair: 0
cts_tree: "done"
largest_reg_flops: 64
clk_latency_ps: 340
synthArstFlopShare_pct: 100
worstSetupEndpointType: "primary output"
worstHoldPathType: "in -> async"
syn_area_per_cell_um2: 14.1
largest_area_cell: "dfrtp_1"
grt-ovfl-total: 0
reg2reg_from: "FIFO_MEM[2][5]$_DFFE_PN0P_"
die_w_um: 88.9
cp.arrival_ps: 1510
num_rows: 31
grt_pass1_wl_um: 10900
finalHoldViolCount: 26
stdcell_count: 381
ant_nets: 0
fp-utilization_pct: 41.5
worst_ir_drop_vdd_mv: 0.611
drive_above_1_share_pct: 54.6
vias_per_cell: 5.32
dieArea_mm2: 0.00791
status: "complete, but fails checks"
drt_wl_total_um: 6590
common_cells: "mux2_2, dfrtp_1, mux2i_1"
root_buffer: "clkbuf_8"
critPathLaunchType: "flip-flop"
most_common_cell: "mux2_2"
critPathBufInv: 1
yosys_cells: 215
syn_inst: 215
ys_seq_elements: 64
rsz0062_at_grt: "true"
path_class: "reg -> out"
crit_chain: "mux2_4, and3_4, o32a_1, buf_2"
report.final.slew_viol_count: 0
tns_ps: -482
grt_usage_pct: 19.4
core_mm2: 0.00729
cp_max_fo: 2
yosys_most_used_dff: "dfrtp_1"
maxCapViolCount: 0
clk_path_buf_depth: 2
place_congestion: 0.761
cts_buffers: 9
diodes: 0
syn_area_mm2: 0.00302
clk_pin_slew_worst_paths_ps: 70
syn_to_final_growth_pct: 34.9
top_cell_area_share_pct: 53.0
violations: "hold timing, setup timing"
setup_ws_ps: -231
ys_seq_share_pct: 53.0
wire_per_inst_um: 17.3
die_h_um: 88.9
worstPathRequired_ps: 1280
ys_area_mm2: 0.00302
regMostFlops: "FIFO_MEM"
==> report_power, final <==
part | total [W] | switching [W] | internal [W]
sequential | 0.00219 | 0.000195 | 0.00199
clock | 0.00120 | 0.000609 | 0.000592
combinational | 0.000951 | 0.000351 | 0.000601
total | 0.00434 | 0.00115 | 0.00319
==> per-stage QoR <==
stage	power, W	util (%)	instance area, um2	setup slack [ps]
3_3_place_gp	0.00305	49.8	3630	-774
4_1_cts	0.00437	55.5	4050	-244
3_5_place_dp	0.00308	49.8	3630	-772
5_1_grt	0.00459	55.9	4080	-288
6_report	0.00434	55.9	4080	-231
2_1_floorplan	0.00272	-	3020	62.4
==> cells by family (layout without fill, tap and decap cells) <==
kind of cell	count (synthesis)	in the layout	synth area share, %
mux	87	87	31.5
simple gates	26	26	6.99
buf+inv	13	80	2.15
compound gates	25	25	6.37
flops	64	64	53.0
==> cell type report <==
class / count / area (um2)
inverter: 4 / 15.0
clock inverter: 6 / 35.0
fill: 628 / 3210
tap: 99 / 124
multi-input combinational: 138 / 1470
clock buffer: 10 / 138
sequential: 64 / 1600
timing repair buffer: 60 / 694
==> cells in the final DEF (no fill, tap or decap), types with 3 or more instances in the layout <==
master	instances
dfrtp_1	64
mux2_2	64
mux2i_1	21
buf_4	17
clkdlybuf4s50_1	12
clkbuf_8	10
buf_2	10
buf_12	10
o22a_1	7
o22ai_1	5
nor3b_4	5
inv_1	4
a211oi_2	4
clkinv_2	4
buf_16	4
nand2b_1	3
nor2_1	3
a221oi_2	3
buf_6	3
==> worst max-delay path by stage <==
| stage | startpoint | end | slack (ps) | cells past startpoint |
|---|---|---|---|---|
| 4_1_cts | FIFO_MEM[2][2]$_DFFE_PN0P_ | r_data[2] | -240 | 4 |
| 6_report | FIFO_MEM[2][2]$_DFFE_PN0P_ | r_data[2] | -230 | 4 |
| 5_1_grt | FIFO_MEM[2][2]$_DFFE_PN0P_ | r_data[2] | -290 | 4 |
==> repair_timing <==
item / CTS / global route
buffers inserted: 5 / 0
pin swaps: 21 / 11
gates resized: 68 / 7
gates cloned: 5 / 0
endpoints found under the setup margin: 16 / 15
endpoints found under the hold margin: 44 / 2
==> metal layers <==
| layer | track usage (%) | vias to the layer above | wire length [um] |
|---|---|---|---|
| met3 | 4.78 | 9 | 351 |
| met4 | 2.60 | 0 | 91 |
| met5 | 0 | - | 0 |
| met2 | 29.0 | 45 | 3050 |
| met1 | 30.7 | 1036 | 3100 |
| li1 | - | 938 | - |
No activity file was given, so power comes from the tool's default toggle rates.
