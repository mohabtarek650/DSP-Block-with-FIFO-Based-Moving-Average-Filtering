==> /design/flow/design.v <==
module fifo_rd #(
  parameter P_SIZE = 4                           
)
  (
   input  wire                     r_clk,               
   input  wire                     r_rstn,              
   input  wire                     r_inc,               
   input  wire   [P_SIZE-1:0]      sync_wr_ptr,         
   output wire   [P_SIZE-2:0]      rd_addr,             
   output wire                     empty,               
   output reg    [P_SIZE-1:0]      gray_rd_ptr          
);
reg [P_SIZE-1:0]  rd_ptr ;
always @(posedge r_clk or negedge r_rstn)
 begin
  if(!r_rstn)
   begin
    rd_ptr <= 0 ;
   end
 else if (!empty && r_inc)
    rd_ptr <= rd_ptr + 1 ;
 end
assign rd_addr = rd_ptr[P_SIZE-2:0] ;
always @(posedge r_clk or negedge r_rstn)
begin
 if(!r_rstn)
   begin
    gray_rd_ptr <= 0 ;
   end
 else 
  begin
	gray_rd_ptr <= (rd_ptr ^ (rd_ptr >> 1));
  end
 end
assign empty = (sync_wr_ptr == (rd_ptr ^ (rd_ptr >> 1))) ;
endmodule
==> /design/flow/run.sh <==
#!/bin/bash
# OpenROAD 26Q1-2900-gdf79404cd8, Yosys 0.63+post, stock flow scripts
make -C /OpenROAD-flow-scripts/flow DESIGN_CONFIG=/design/flow/config.mk WORK_HOME=/design/flow/orfs finish
==> /design/flow/config.mk <==
export PLATFORM = sky130hd
export DESIGN_NAME = fifo_rd
export DESIGN_NICKNAME = fifo_rd
export VERILOG_FILES = /design/flow/design.v
export SDC_FILE = /design/flow/constraint.sdc
export NUM_CORES = 4
export LEC_CHECK = 1
export CORE_AREA = 10 10 70 70
export DIE_AREA = 0 0 80 80
==> /design/flow/constraint.sdc <==
current_design fifo_rd

set clk_period 2.4
set clk_io_pct 0.2

create_clock -name clk0 -period $clk_period [get_ports {r_clk}]

set non_clock_inputs [all_inputs -no_clocks]
set_input_delay [expr $clk_period * $clk_io_pct] -clock clk0 $non_clock_inputs
set_output_delay [expr $clk_period * $clk_io_pct] -clock clk0 [all_outputs]
==> impl_results.html <==
<h3>Flow metrics</h3>
<table>
<tr><th>Metric</th><th>Value</th></tr>
<tr><th colspan="2">Clock tree</th></tr>
<tr><td>Clk ins delay skew pair</td><td>0.24 ns</td></tr>
<tr><td>Clock-pin transition on the worst setup and hold timing paths</td><td>0.05 ns</td></tr>
<tr><td>Clock tree root buffer cell</td><td>sky130_fd_sc_hd__clkbuf_4</td></tr>
<tr><td>Clock tree from TritonCTS</td><td>built</td></tr>
<tr><td>Sink Count</td><td>8</td></tr>
<tr><td>Clock tree buffer depth</td><td>2</td></tr>
<tr><td>CTS HTree Levels</td><td>1</td></tr>
<tr><td>Number of clock buffers inserted by TritonCTS</td><td>3</td></tr>
<tr><th colspan="2">Logic synthesis</th></tr>
<tr><td>Post-Syn Area</td><td>404 µm²</td></tr>
<tr><td>Unique cell types</td><td>15</td></tr>
<tr><td>Largest cells by area after synthesis</td><td>sky130_fd_sc_hd__dfrtp_1 50%, sky130_fd_sc_hd__xnor2_1 8.7%, sky130_fd_sc_hd__buf_4 7.4%</td></tr>
<tr><td>Count of mapped cells out of synthesis</td><td>32</td></tr>
<tr><td>Leading cell types by count after synthesis</td><td>8 x sky130_fd_sc_hd__dfrtp_1, 4 x sky130_fd_sc_hd__buf_4, 4 x sky130_fd_sc_hd__xnor2_1</td></tr>
<tr><td>Most frequently used cell type in the post-synthesis netlist</td><td>sky130_fd_sc_hd__dfrtp_1</td></tr>
<tr><td>Commonest flop</td><td>sky130_fd_sc_hd__dfrtp_1</td></tr>
<tr><td>Post-Synthesis Mean Instance Area</td><td>12.6 µm²</td></tr>
<tr><td>Flops out of synthesis</td><td>8</td></tr>
<tr><td>Chip area from the yosys synthesis statistics</td><td>404 µm²</td></tr>
<tr><td>Cells in synth_stat.txt</td><td>32</td></tr>
<tr><td>Dominant cell area share</td><td>49.5%</td></tr>
<tr><td>Fraction of the yosys area taken by sequential cells</td><td>49.5%</td></tr>
<tr><td>Yosys warning tally</td><td>1</td></tr>
<tr><td>Cell type with the largest total area after synthesis</td><td>sky130_fd_sc_hd__dfrtp_1</td></tr>
<tr><td>Async SR Flop Fraction</td><td>100%</td></tr>
<tr><td>Flip-flops with a built-in enable</td><td>0</td></tr>
<tr><th colspan="2">Critical path</th></tr>
<tr><td>Data required time of the critical path</td><td>1.92 ns</td></tr>
<tr><td>Slowest library cell on the worst path</td><td>sky130_fd_sc_hd__dfrtp_1</td></tr>
<tr><td>Largest driver fanout on the critical path</td><td>3</td></tr>
<tr><td>Delay of the slowest cell on the worst path</td><td>0.42 ns</td></tr>
<tr><td>Series of cell instances along the critical path</td><td>buf_6 -&gt; xnor3_1 -&gt; nand3_2 -&gt; nor2_1 -&gt; dlymetal6s2s_1</td></tr>
<tr><td>Family with the most delay on the worst path</td><td>flip-flops</td></tr>
<tr><td>CP Capture Type</td><td>output port</td></tr>
<tr><td>CP Class</td><td>register to output port</td></tr>
<tr><td>Number of buffer and inverter stages on the critical path</td><td>2</td></tr>
<tr><td>Kind of start point of the critical path</td><td>register</td></tr>
<tr><td>Arrival time at the worst endpoint</td><td>1.46 ns</td></tr>
<tr><th colspan="2">Detailed routing</th></tr>
<tr><td>Post-route DRC</td><td>0</td></tr>
<tr><td>Initial DRT Pass Iterations</td><td>2</td></tr>
<tr><td>Per-cell via count in the routed design</td><td>3.06</td></tr>
<tr><td>Average wire length per cell after detail routing</td><td>9.66 µm</td></tr>
<tr><td>Antenna diodes</td><td>0</td></tr>
<tr><td>Total detailed-routing wirelength</td><td>966 µm</td></tr>
<tr><td>Residual antenna-violating net count after detailed routing</td><td>0</td></tr>
<tr><td>Vias after detailed routing</td><td>306</td></tr>
<tr><td>1st-iter DRT viols</td><td>4</td></tr>
<tr><th colspan="2">Status</th></tr>
<tr><td>Outcome</td><td>complete, no violations</td></tr>
<tr><th colspan="2">Global routing</th></tr>
<tr><td>Number of antenna violations at the first check in global routing</td><td>0</td></tr>
<tr><td>Gr usage total</td><td>3.10%</td></tr>
<tr><td>Overall overflow remaining after global route</td><td>0</td></tr>
<tr><td>Pin count of the biggest net entering global routing</td><td>9</td></tr>
<tr><td>Global-route wire length before repair</td><td>1560 µm</td></tr>
<tr><td>Via count of the first global-routing pass</td><td>307</td></tr>
<tr><th colspan="2">Pwr</th></tr>
<tr><td>Switching Fraction</td><td>30.1%</td></tr>
<tr><td>Total power divided by cell area</td><td>1410 nW/µm²</td></tr>
<tr><td>Design internal power</td><td>699 µW</td></tr>
<tr><td>Sequential group share of total power</td><td>28.1%</td></tr>
<tr><td>Logic gate share of total power</td><td>62.4%</td></tr>
<tr><td>Static power due to leakage</td><td>0.000310 µW</td></tr>
<tr><td>Switching pwr</td><td>301 µW</td></tr>
<tr><td>Clock network fraction of total power</td><td>9.5%</td></tr>
<tr><td>Max VDD drop</td><td>0.596 mV</td></tr>
<tr><th colspan="2">Floorplan</th></tr>
<tr><td>Number of placed I/O pins</td><td>15</td></tr>
<tr><td>Core area</td><td>3420 µm²</td></tr>
<tr><td>Chip area</td><td>6400 µm²</td></tr>
<tr><td>Vertical die dimension</td><td>80 µm</td></tr>
<tr><td>Number of cell rows</td><td>21</td></tr>
<tr><td>Width of the die</td><td>80 µm</td></tr>
<tr><td>Fraction of the core area occupied by cells at floorplan</td><td>11.8%</td></tr>
<tr><th colspan="2">Placed design</th></tr>
<tr><td>Minimum setup slack after placement</td><td>0.154 ns</td></tr>
<tr><td>Total of buffers placed on input and output ports</td><td>14</td></tr>
<tr><td>Detailed placement HPWL</td><td>742 µm</td></tr>
<tr><td>GPL Wtd Cong</td><td>0.783</td></tr>
<tr><th colspan="2">STA</th></tr>
<tr><td>Final-report max-slew violation count</td><td>0</td></tr>
<tr><td>Tightest slew margin relative to the limit</td><td>75.5%</td></tr>
<tr><td>Worst hold margin</td><td>0.511 ns</td></tr>
<tr><td>Minimum setup slack in the final design</td><td>0.463 ns</td></tr>
<tr><td>Setup repair after global routing missed its margin</td><td>no</td></tr>
<tr><td>Final worst-path cycle share</td><td>80.7%</td></tr>
<tr><td>Number of hold violations in the final report</td><td>0</td></tr>
<tr><td>Maximum clock rate</td><td>516 MHz</td></tr>
<tr><td>Total setup violations reported at the end of the flow</td><td>0</td></tr>
<tr><td>Post-route minimum period</td><td>1.94 ns</td></tr>
<tr><td>Slew at the pin closest to its max-slew limit</td><td>0.363 ns</td></tr>
<tr><td>Maximum clock skew at final layout</td><td>0.00177 ns</td></tr>
<tr><td>Final TNS setup</td><td>0 ns</td></tr>
<tr><th colspan="2">Final layout</th></tr>
<tr><td>Layout cells sized above 1</td><td>38.9%</td></tr>
<tr><td>Fillcell total</td><td>378</td></tr>
<tr><td>Area growth syn-to-layout</td><td>75.9%</td></tr>
<tr><th colspan="2">Job</th></tr>
<tr><td>Count of tool warnings</td><td>25</td></tr>
<tr><td>Max-cap violations</td><td>0</td></tr>
<tr><th colspan="2">Worst hold path</th></tr>
<tr><td>Worst hold path type</td><td>primary input to async pin</td></tr>
</table>
## registers in the layout, summed over array words and instances (netlist names)
signal       cells
rd_ptr           4
gray_rd_ptr      4
## final timing paths
kind                                       startpoint                        to  slack, ns  cells after the start
worst max-delay path            rd_ptr[2]$_DFFE_PN0P_                     empty       0.46                      5
worst min-delay path                           r_rstn  gray_rd_ptr[2]$_DFF_PN0_       0.51                      1
worst max register to register  rd_ptr[2]$_DFFE_PN0P_     rd_ptr[1]$_DFFE_PN0P_       0.65                      6
worst min register to register  rd_ptr[3]$_DFFE_PN0P_  gray_rd_ptr[3]$_DFF_PN0_       0.55                      0
max in group asynchronous                      r_rstn     rd_ptr[1]$_DFFE_PN0P_       1.61                      1
min in group clk0               rd_ptr[3]$_DFFE_PN0P_  gray_rd_ptr[3]$_DFF_PN0_       0.55                      0
## through the flow
stage	cell area, µm²	power (µW)	std cells	util [%]
floorplan	404	516	32	-
global placement	594	714	91	17.4
detailed placement	594	722	91	17.4
CTS	642	878	94	18.8
global route	711	1090	100	20.8
finish	711	1000	100	20.8
## cells in the final DEF (no fill, tap or decap)
cell                               n
sky130_fd_sc_hd__buf_6             1
sky130_fd_sc_hd__xor2_1            2
sky130_fd_sc_hd__ha_4              2
sky130_fd_sc_hd__o21ai_2           1
sky130_fd_sc_hd__o211ai_1          1
sky130_fd_sc_hd__nand3_1           1
sky130_fd_sc_hd__nand2_1           2
sky130_fd_sc_hd__mux2_4            1
sky130_fd_sc_hd__o311ai_0          1
sky130_fd_sc_hd__buf_4             8
sky130_fd_sc_hd__clkdlybuf4s50_1  13
sky130_fd_sc_hd__xnor2_2           2
sky130_fd_sc_hd__dfrtp_2           2
sky130_fd_sc_hd__nor2_1            2
sky130_fd_sc_hd__xnor2_1           2
sky130_fd_sc_hd__dfrtp_1           6
sky130_fd_sc_hd__clkbuf_4          3
sky130_fd_sc_hd__dlymetal6s2s_1    1
sky130_fd_sc_hd__nand3_2           1
sky130_fd_sc_hd__xnor3_1           1
sky130_fd_sc_hd__inv_1             1
## power by group through the flow
stage | logic [µW] | clock network (µW) | registers (µW)
CTS | 501 | 100 | 277
global route | 685 | 109 | 291
finish | 624 | 95.3 | 281
## timing repair
action,CTS,global route
hold endpoints to repair,0,0
pin swaps,0,5
hold buffers,0,0
gates resized,2,6
setup endpoints to repair,1,1
buffers inserted,0,6
## routing by layer
layer	wire length (µm)	track usage, %	share of wire (%)	up-vias
met3	141	2.05	15	2
met4	34	1.06	3.5	0
li1	-	-	-	150
met2	285	3.37	30	16
met1	505	4.54	52	138
met5	0	0	0	-
## cell type report
type / count / area (µm²) / area share [%]
multi-input cells: 19 / 210 / 29.6
flip-flops and latches: 8 / 203 / 28.5
well taps: 46 / 57.6 / 8.10
inverters: 1 / 3.75 / 0.528
clock buffers: 3 / 22.5 / 3.17
repair buffers: 23 / 214 / 30.1
## kinds of logic after synthesis
logic type / after synthesis / share of synthesized area (%)
flip-flops: 8 / 49.5
XOR/XNOR: 7 / 18.6
AND/OR/NAND/NOR: 6 / 7.43
multiplexers: 1 / 3.71
buffers and inverters: 5 / 8.36
adder cells (fa/ha/maj): 2 / 6.19
AND-OR/OR-AND: 3 / 6.19
Power figures rest on the tool's default switching activity, not on a simulated workload.
